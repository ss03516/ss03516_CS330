### ./run.sh
#!/bin/bash
# OpenROAD 26Q1-2900-gdf79404cd8, Yosys 0.63+post, stock flow scripts
make -C /OpenROAD-flow-scripts/flow DESIGN_CONFIG=/design/flow/config.mk WORK_HOME=/design/flow/orfs finish
### ./config.mk
export PLATFORM = sky130hd
export DESIGN_NAME = MUX
export DESIGN_NICKNAME = MUX
export VERILOG_FILES = /design/flow/design.v
export SDC_FILE = /design/flow/constraint.sdc
export NUM_CORES = 4
export LEC_CHECK = 1
export CORE_AREA = 10 10 95 95
export DIE_AREA = 0 0 105 105
### ./design.v
module MUX
(
	input [63:0] a,
	input [63:0] b,
	input select,
	output reg [63:0] data
);
	always @ (a or b or select)
		begin
			case({select})
				1'b1: data <= b;
				1'b0: data <= a;
			endcase
		end
endmodule
### ./constraint.sdc
current_design MUX

set clk_period 1.0
set clk_io_pct 0.2

create_clock -name clk0 -period $clk_period

set non_clock_inputs [all_inputs -no_clocks]
set_input_delay [expr $clk_period * $clk_io_pct] -clock clk0 $non_clock_inputs
set_output_delay [expr $clk_period * $clk_io_pct] -clock clk0 [all_outputs]
==> impl_metrics.json <==
{
  "status": "finished with violations",
  "violations": "negative setup slack",
  "grt_use_total": 0.1094,
  "avgRoutedWirePerCell_um": 18.22,
  "cp.required_ps": 800,
  "clock_buffer_count": 0,
  "post-synth-top-area-cell": "sky130_fd_sc_hd__mux2_4",
  "grt_pass1_vias": 1573,
  "netlist.area_leader.share": 0.8362,
  "n_antenna_cell": 0,
  "p_per_area_nw_per_um2": 402.3,
  "layoutNonFillerInstCount": 369,
  "detail_route.wirelength_mm": 6.723,
  "start_kind": "input port",
  "worst_path_maximum_fanout": 7,
  "critical-path-max-stage-delay_ps": 300,
  "initialDrtViolationCount": 11,
  "timing.final.setup_violations": 64,
  "avgViaCountPerCell": 3.669,
  "die_x_um": 105,
  "boundaryPins": 193,
  "pre_cts_slack_ps": -549.1,
  "yosysUniqueCellTypes": 4,
  "post-route-util": 0.4533,
  "hold_path_class": "input port to primary output",
  "post_synth_inst_count": 71,
  "layout-drive-gt1-share": 0.5311,
  "wire_length_of_the_first_global_routing_pass_mm": 9.494,
  "ys_cells": 71,
  "worst_setup_path_end_kind": "primary output",
  "cp_slowest_cell": "sky130_fd_sc_hd__mux2_4",
  "yosys-top-cells-area": "sky130_fd_sc_hd__mux2_4, sky130_fd_sc_hd__buf_12, sky130_fd_sc_hd__mux2_2",
  "lay_top_count": "sky130_fd_sc_hd__dlygate4sd2_1",
  "syn-cell-area_sq_um": 1077,
  "total_iterations_of_the_first_detailed_routing_run": 4,
  "max_slew_violations": 0,
  "design.core.area_sq_um": 6907,
  "worst_slew_margin_rel": 0.9314,
  "drv_cap": 0,
  "initCoreUtil": 0.1560,
  "cp.arrival_ps": 1000,
  "tool_warnings": 34,
  "path_delay_family": "buffers and inverters",
  "placed_cells": 359,
  "holdWs_ps": 704.6,
  "route.detailed.drc": 0,
  "max-vdd-ir-drop_v": 0.0001755,
  "minimum_period_implied_by_the_final_worst_setup_slack_ps": 1197,
  "post_cts_hold_buffer_count": 0,
  "die_height_um": 105,
  "fp.dieArea_sq_um": 11030,
  "gp_congestion": 0.7179,
  "synth_warnings": 1,
  "placement_rows": 30,
  "detailed_place_hpwl_mm": 6.063,
  "port_buffers": 193,
  "rsz_0062_raised_after_global_routing": "true",
  "worst_pin_slew_ps": 102.9,
  "syn2layout_area_growth_pct": 190.6,
  "antenna_found_initial": 0,
  "drt.antenna.violating_nets": 0,
  "cpMostUsedCell": "sky130_fd_sc_hd__buf_12",
  "num_vias": 1354,
  "seq_share_synth": 0,
  "finalClockPeriodUsage": 1.197,
  "crit_path_cell_trace": "buf_16 -> buf_12 -> buf_12 -> mux2_4 -> buf_6",
  "sequential_cell_total": 0,
  "totalNegativeSetupSlack_ps": -6801,
  "remaining_global_route_overflow": 0,
  "sequential_area_sq_um": 0,
  "mostFrequentLayoutCells": "sky130_fd_sc_hd__dlygate4sd2_1, sky130_fd_sc_hd__mux2_4, sky130_fd_sc_hd__buf_6, sky130_fd_sc_hd__clkdlybuf4s50_1, sky130_fd_sc_hd__buf_2",
  "grt_start_max_net_pins": 13,
  "max_freq_mhz": 835.5,
  "synth_chip_area_sq_um": 1077,
  "setup_ws_ps": -196.9,
  "final-hold-violation-count": 0,
  "syn_avg_cell_area_sq_um": 15.17,
  "total_leakage_power_uw": 0.001689,
  "worstPathBufferInverterCount": 4,
  "crit_type": "input port to primary output"
}
-- cells in the mapped netlist (all sizes together) --
library cell   n
buf            7
mux2          64
-- final cells by class --
class	count	area, sq um
Fill cell	683	3776
Timing Repair Buffer	209	2053
Multi-Input combinational cell	64	957.2
Tap cell	96	120.1
-- per-layer routing --
metal  wire [um]  part of all wire  vias to the layer above  global-route usage
met5           0                 0                        -                   0
met4           0                 0                        0                   0
met3         589             0.088                        0             0.03913
met2        3921              0.58                       73              0.2242
met1        2212              0.33                      604              0.1062
li1            -                 -                      677                   -
-- tightest hold or removal path, delay by kind of cell --
kind     cells  cell delay, ps
buf+inv      2             160
mux          1             150
-- worst paths after layout --
check	from	to	slack, ps	depth (start not counted)
setup / recovery	select	data[12]	-200	5
hold / removal	b[53]	data[53]	700	3
-- cells by family (layout without fill, tap and decap cells) --
family	count (synthesis)	in the layout	synth area share
muxes	64	64	0.8780
buffers and inverters	7	209	0.1220
-- report_power, final --
group	internal [uW]	switching, uW	leakage (uW)
Combinational	971	288	0.00169
Clock	0	0	0
Sequential	0	0	0
Total	971	288	0.00169
-- repair_timing --
| item | 4_1_cts | 5_1_grt |
|---|---|---|
| buffers inserted | 6 | 3 |
| resized | 356 | 18 |
| cloned | 2 | 0 |
| pin swaps | 0 | 0 |
| endpoints found under the setup margin | 64 | 63 |
-- through the flow --
| step | cell area, sq um | total power, uW |
|---|---|---|
| after CTS | 3014 | 1226 |
| final | 3131 | 1259 |
| after global placement | 3090 | 1346 |
| after detailed placement | 3090 | 1349 |
| after floorplan | 1077 | 408.0 |
| after global routing | 3131 | 1345 |
Power and IR drop assume default switching activity.
